==> design/flow/design.v <==
module alu(A,B,ctrl_op,ctrl_in,out_signal,carry_bit);
  input [7:0] A,B;
  input [2:0] ctrl_op;
  input ctrl_in;
  output reg [7:0] out_signal;
  output reg carry_bit;
  always @(A or B or ctrl_op or ctrl_in)
  begin
    carry_bit = 0;
    case(ctrl_op)
      3'b000:{carry_bit, out_signal} = A + B;
      3'b001: out_signal = A - B;
      3'b010: out_signal = A & B;
      3'b011: out_signal = A | B;
      3'b100: out_signal = ctrl_in ? {B[6:0],B[7]} : {A[6:0],A[7]};
      3'b101: out_signal = ctrl_in ? {B[0],B[7:1]} : {A[0],A[7:1]};
      3'b110: out_signal = ctrl_in ? B[7:0] << 1'b1: A[7:0] << 1'b1;
      3'b111: out_signal = ctrl_in ? B[7:0] >> 1'b1 : A[7:0] >> 1'b1; 
      default: out_signal = 0; 
      endcase
  end
endmodule
==> design/flow/run.sh <==
#!/bin/bash
# OpenROAD 26Q1-2900-gdf79404cd8, Yosys 0.63+post, stock flow scripts
make -C /OpenROAD-flow-scripts/flow DESIGN_CONFIG=/design/flow/config.mk WORK_HOME=/design/flow/orfs finish
==> design/flow/config.mk <==
export PLATFORM = sky130hd
export DESIGN_NAME = alu
export DESIGN_NICKNAME = alu
export VERILOG_FILES = /design/flow/design.v
export SDC_FILE = /design/flow/constraint.sdc
export NUM_CORES = 4
export LEC_CHECK = 1
export CORE_AREA = 10 10 77 77
export DIE_AREA = 0 0 87 87
==> design/flow/constraint.sdc <==
current_design alu

set clk_period 5.7
set clk_io_pct 0.2

create_clock -name clk0 -period $clk_period

set non_clock_inputs [all_inputs -no_clocks]
set_input_delay [expr $clk_period * $clk_io_pct] -clock clk0 $non_clock_inputs
set_output_delay [expr $clk_period * $clk_io_pct] -clock clk0 [all_outputs]
==> flow_summary.toml <==
# synthesis and place-and-route metrics
[run_status]
status = "completed"

[synth]
yosys.area.top_type_share_pct = 23.8
yosys-stat-cells = 179
largest_area_cell = "ha_1"
syn-cell-area_sq_mm = 0.00121
ys_warn_count = 1
ys_types = 41
syn_inst = 179
syn_area_per_cell_sq_um = 6.77
area_leaders = "ha_1 (24%), inv_1 (7.1%), a21oi_1 (6.6%), o21ai_0 (6.6%), nand2_1 (5.6%)"
ys_area_sq_mm = 0.00121
ys_seq_share_pct = 0

[layout]
fill_cells = 456
nClkBuffers = 0
drive_above_1_share_pct = 3.02
syn_to_final_growth_pct = 25.4
logic_area_sq_mm = 0.00107
seq_area_sq_um = 0
seq_cells = 0
final_util_pct = 34.9

[place]
hpwlAfterDp_um = 2750
gp_congestion = 0.869
port_buffers = 29

[clocking]
hold_buffers = 0
ctsResizeCount = 0
cts_setup_buffers = 0

[floorplan]
core-area_sq_mm = 0.00435
rows = 24
pin_count = 29
die_area_sq_mm = 0.00757
fp.dieW_um = 87
die_h_um = 87
fp_util_pct = 27.8

[pwr]
power.switching_mw = 0.0659
sw_frac_of_total_pct = 49.0
seqPwrFrac_pct = 0
power_frac_comb_pct = 100.0
p_leak_nw = 0.681
p_per_area_mw_per_mm2 = 88.5
pwr-share-clk_pct = 0
intPower_mw = 0.0686
ir_drop_v = 0.0000279

[critical_path]
cp_max_fo = 5
crit_type = "in2out"
required_ns = 4.56
arrival_ns = 3.78
endpoint_kind = "output pin"
worstSetupStartpointType = "primary input"

[route]
routedWlPerCell_um = 13.5
postRouteAntennaNets = 0
antenna-diode-count = 0
drtPass1Iterations = 4
vias = 1240
routed_wl_um = 3400
post-route-drc-count = 0
drt_iter0_markers = 73
routed_via_density = 4.94

[final_timing]
worstMarginPinSlew_ns = 0.666
finalHoldViolations = 0
fmax_mhz = 203
slew_headroom_pct = 55.4
setup_tns_ns = 0
final_max_slew_viol_count = 0
finalSetupViolCount = 0
final.period_utilization_pct = 86.2
rsz0062_at_grt = "false"
min_period_ns = 4.92

[global_route]
grt_max_degree = 20
met2_usage_pct = 14.7
grt-ovfl-total = 0
top_usage_layer = "met2"
grt_usage_pct = 9.07
antenna_found_initial = 0
first_global_vias = 1237
met1_usage_pct = 12.7
grt_pass1_wl_um = 5850
grtUsageMet3_pct = 1.60

[flow_run]
maxCapViolations = 0
warning_count = 47

[hold_path]
worstHoldPathType = "in2out"
==> cells in the mapped netlist, types with 3 or more instances <==
master / count
buf_4: 3
nor2_1: 15
mux2i_1: 3
xnor2_1: 5
o21bai_1: 3
o22ai_1: 3
mux2_2: 3
clkbuf_1: 4
nand3_1: 3
nand2b_1: 3
ha_1: 23
inv_1: 23
o21ai_0: 16
nand2_1: 18
a21oi_1: 16
a211oi_1: 5
==> worst paths after layout <==
| kind | start | endpoint | slack [ns] | depth (start not counted) |
|---|---|---|---|---|
| min | B[3] | out_signal[3] | 3.54 | 7 |
| max | A[1] | out_signal[7] | 0.78 | 10 |
==> layer usage <==
| metal | vias up | share of wire, % |
|---|---|---|
| li1 | 668 | - |
| met1 | 540 | 48 |
| met2 | 30 | 44 |
| met3 | 2 | 6.8 |
| met4 | 0 | 0.68 |
| met5 | - | 0 |
==> placed cells by master, fill, tap and decap left out, types with 2 or more instances in the layout <==
master,Yosys,final
clkdlybuf4s50_1,0,29
inv_1,23,23
ha_1,23,23
nand2_1,18,18
a21oi_1,16,16
o21ai_0,16,16
nor2_1,15,15
xnor2_1,5,5
a211oi_1,5,5
mux2_2,3,3
nand2b_1,3,3
o21bai_1,3,3
mux2i_1,3,3
o22ai_1,3,3
nand3_1,3,3
nor2b_1,2,2
xor2_1,2,2
nor4_1,2,2
o221ai_1,2,2
or4_1,2,2
o2bb2ai_1,2,2
fa_1,2,2
==> power by group through the flow <==
stage | clock network [mW] | registers (mW) | logic (mW)
CTS | 0 | 0 | 0.136
global route | 0 | 0 | 0.153
finish | 0 | 0 | 0.134
==> critical path, cell delays in order <==
cell and delay, ns:
clkdlybuf4s50_1 0.62, inv_1 0.09, ha_1 0.32, o21bai_1 0.12
a221oi_2 0.29, a211oi_1 0.13, or4_1 0.41, nand2_1 0.07
o31a_1 0.12, clkdlybuf4s50_1 0.46
==> cell type report <==
cell class	instances	area share, %
multi-input cells	146	70.7
repair buffers	29	19.1
inverters	24	5.93
well taps	52	4.28
==> logic make-up (layout without fill, tap and decap cells) <==
family,Yosys count,count (layout),synth area share [%]
mux,7,7,7.13
buf+inv,33,53,11.4
xor+xnor,7,7,5.06
fa+ha+maj,25,25,27.1
simple gates,47,47,17.3
compound gates,60,60,32.1
==> per-stage QoR <==
step | cells | setup slack (ns) | cell area (sq um) | hold slack, ns | power [mW]
6_report | 251 | 0.785 | 1520 | 3.54 | 0.134
5_1_grt | 251 | 0.603 | 1520 | 3.66 | 0.153
4_1_cts | 251 | 0.768 | 1520 | 3.57 | 0.136
3_5_place_dp | 251 | 0.772 | 1520 | 3.57 | 0.135
3_3_place_gp | 251 | 0.811 | 1520 | 3.56 | 0.135
2_1_floorplan | 179 | 2.03 | 1210 | 2.41 | 0.0834
Power and IR drop assume default switching activity.
